$ cat flow/run.sh
#!/bin/bash
# OpenROAD 26Q1-2900-gdf79404cd8, Yosys 0.63+post, stock flow scripts
make -C /OpenROAD-flow-scripts/flow DESIGN_CONFIG=/design/flow/config.mk WORK_HOME=/design/flow/orfs finish
$ cat flow/config.mk
export PLATFORM = sky130hd
export DESIGN_NAME = cla
export DESIGN_NICKNAME = cla
export VERILOG_FILES = /design/flow/design.v
export SDC_FILE = /design/flow/constraint.sdc
export NUM_CORES = 4
export LEC_CHECK = 1
export CORE_AREA = 10 10 70 70
export DIE_AREA = 0 0 80 80
$ cat flow/constraint.sdc
current_design cla

set clk_period 3.7
set clk_io_pct 0.2

create_clock -name clk0 -period $clk_period

set non_clock_inputs [all_inputs -no_clocks]
set_input_delay [expr $clk_period * $clk_io_pct] -clock clk0 $non_clock_inputs
set_output_delay [expr $clk_period * $clk_io_pct] -clock clk0 [all_outputs]
$ cat flow/design.v
module cla(
	input [3:0] a,
	input [3:0] b,
	input cin,
	output [3:0] sum,
	output cout);	 
	wire [3:1] c;
	wire [3:0] pc;
	wire [5:0] gp;
	wire [3:0] G,P;
	and #(10) (G[0], a[0], b[0]);  
	and #(10) (G[1], a[1], b[1]);
	and #(10) (G[2], a[2], b[2]);
	and #(10) (G[3], a[3], b[3]);
	or #(10) (P[0], a[0], b[0]);
	or #(10) (P[1], a[1], b[1]);
	or #(10) (P[2], a[2], b[2]);
	or #(10) (P[3], a[3], b[3]);  
	and #(10) (pc[0], P[0], cin); 
	and #(10) (pc[1], P[1], P[0], cin);
	and #(10) (pc[2], P[2], P[1], P[0], cin);
	and #(10) (pc[3], P[3], P[2], P[1], P[0], cin);	
	and #(10) (gp[0], G[0], P[1]);	 
	and #(10) (gp[1], G[0], P[1], P[2]);
	and #(10) (gp[2], G[0], P[1], P[2], P[3]);
	and #(10) (gp[3], G[1], P[2]);
	and #(10) (gp[4], G[1], P[2], P[3]);
	and #(10) (gp[5], G[2], P[3]);
	or #(10) (c[1], G[0], pc[0]); 
	or #(10) (c[2], G[1], gp[0], pc[1]);
	or #(10) (c[3], G[2], gp[1], gp[3], pc[2]);
	or #(10) (cout, G[3], gp[2], gp[4], gp[5], pc[3]);
	xor #(30) (sum[0], a[0], b[0], cin);
	xor #(30) (sum[1], a[1], b[1], c[1]);
	xor #(30) (sum[2], a[2], b[2], c[2]);
	xor #(30) (sum[3], a[3], b[3], c[3]);
endmodule
==> flow_metrics.py <==
# Flow results
metrics = {
    "worst_hold_path": {
        "worstHoldStart": "cin",
        "hold_class": "in -> out",
    },
    "timing": {
        "holdWs_ns": 2.56,
        "worst_pin_slew_ns": 0.230,
        "hold_violations": 0,
        "fin_crit_ns": 3.54,
        "slew_violations": 0,
        "finalSetupTns_ns": 0,
        "period_used_pct": 95.7,
        "max_slew_margin_pct": 84.6,
        "rsz0062_at_grt": "no",
        "max_freq_mhz": 283,
        "finalSetupViolCount": 0,
    },
    "routing": {
        "n_antenna_cell": 0,
        "vias_per_cell": 2.79,
        "drc": 0,
        "wl_per_cell_um": 7.33,
        "antenna_left": 0,
        "drt_iter0_markers": 4,
        "wirelength_um": 704,
        "num_vias": 268,
        "first_pass_iters": 2,
    },
    "critical_path": {
        "end_kind": "output pin",
        "arrival_ns": 2.80,
        "cp_max_fo": 3,
        "startpoint_type": "input pin",
        "crit_start": "a[0]",
        "cp.required_ns": 2.96,
        "path_class": "in -> out",
    },
    "synthesis": {
        "yosysUniqueCellTypes": 14,
        "area_leaders": "ha_1 (37%), inv_1 (14%), fa_1 (7.4%)",
        "synth_top_area_share_pct": 37.0,
        "syn_avg_cell_area_um2": 7.51,
        "ys_cells": 36,
        "yosysWarnings": 0,
        "yosys_area_um2": 270,
        "syn-cell-area_um2": 270,
        "synth_area_leader_cell": "ha_1",
        "ys_seq_share_pct": 0,
        "syn_inst": 36,
    },
    "grt": {
        "grt_max_degree": 5,
        "antenna_found_initial": 0,
        "grt_pass1_wl_mm": 1.08,
        "grt_usage_pct": 2.03,
        "overflow": 0,
        "grt_pass1_vias": 264,
    },
    "placed_design": {
        "hpwl_um": 657,
        "placed_cell_area_um2": 468,
        "routabilityCongestion": 0.693,
        "port-buffer-count": 14,
    },
    "floorplan": {
        "die_h_um": 80,
        "chipWidth_um": 80,
        "placementRows": 21,
        "fp_util_pct": 7.91,
        "io_pins": 14,
        "die_area_mm2": 0.00640,
        "design.core.area_mm2": 0.00342,
    },
    "finish": {
        "nClkBuffers": 0,
        "fillers": 398,
        "stdcell_area_um2": 468,
        "area_growth_pct": 73.1,
        "drive_above_1_share_pct": 2.00,
        "seqCellArea_um2": 0,
        "ff_count": 0,
    },
    "job": {
        "tool_warnings": 37,
        "cap_viol_max_count": 0,
    },
    "clock_tree": {
        "post_cts_buffers": 0,
        "cts_resized": 0,
        "cts_hold_buf": 0,
    },
    "power": {
        "leakage_nw": 0.227,
        "p_per_area_mw_per_mm2": 118,
        "ir_worst_vdd_uv": 12.1,
    },
    "status": {
        "status": "finished, final reports clean",
    },
}
stage by stage:
step           utilization [%]  setup WS (ns)  std cells  total power, mW
6_report                  13.7          0.160         96           0.0551
5_1_grt                   13.7         0.0489         96           0.0627
4_1_cts                   13.7          0.152         96           0.0573
3_5_place_dp              13.7          0.155         96           0.0567
3_3_place_gp              13.7          0.195         96           0.0565
2_1_floorplan                -           1.29         36           0.0226
report_power, final:
part | switching, mW | leakage [nW] | internal (mW) | total [mW]
Combinational | 0.0188 | 0.227 | 0.0362 | 0.0551
Sequential | 0 | 0 | 0 | 0
Clock | 0 | 0 | 0 | 0
Total | 0.0188 | 0.227 | 0.0362 | 0.0551
kinds of logic after synthesis:
group / synth area share (%)
simple gates: 22.7
xor+xnor: 6.48
buf+inv: 13.9
compound gates: 12.5
fa+ha+maj: 44.4
cell type report:
cell class / count / area, µm² / area share, %
inverters: 10 / 37.5 / 8.02
multi-input cells: 26 / 233 / 49.7
well taps: 46 / 57.6 / 12.3
repair buffers: 14 / 140 / 29.9
critical path: stages:
cell,delay [ns]
clkdlybuf4s50_1,0.49
inv_1,0.08
ha_1,0.19
or2b_1,0.25
a211o_1,0.29
a221oi_2,0.25
clkdlybuf4s50_1,0.51
worst paths after layout:
path     end  slack [ns]  depth (start not counted)
max   sum[3]        0.16                          7
min   sum[0]        2.56                          5
per-layer routing:
metal | track usage (%) | part of all wire, %
met5 | 0 | 0
met4 | 0 | 0
met3 | 0.909 | 13
met2 | 3.77 | 49
met1 | 2.18 | 38
placed cells by master (no fill, tap or decap):
| cell | n |
|---|---|
| clkdlybuf4s50_1 | 14 |
| inv_1 | 10 |
| ha_1 | 8 |
| nor2_1 | 3 |
| or2b_1 | 2 |
| nor2b_1 | 2 |
| a21oi_1 | 2 |
| nand2_1 | 2 |
| a211o_1 | 1 |
| xnor2_1 | 1 |
| xor2_1 | 1 |
| nor3b_1 | 1 |
| nand3b_1 | 1 |
| a221oi_2 | 1 |
| fa_1 | 1 |
synthesized netlist by cell type, drive strengths merged:
| cell type | instances |
|---|---|
| fa | 1 |
| nor3b | 1 |
| nand2 | 2 |
| a221oi | 1 |
| nor2b | 2 |
| inv | 10 |
| a21oi | 2 |
| nor2 | 3 |
| or2b | 2 |
| xnor2 | 1 |
| xor2 | 1 |
| nand3b | 1 |
| a211o | 1 |
| ha | 8 |
Power and IR drop assume default switching activity.
