`flow/config.mk`:
```
export PLATFORM = sky130hd
export DESIGN_NAME = cla_behav
export DESIGN_NICKNAME = cla_behav
export VERILOG_FILES = /design/flow/design.v
export SDC_FILE = /design/flow/constraint.sdc
export NUM_CORES = 4
export LEC_CHECK = 1
export CORE_AREA = 10 10 70 70
export DIE_AREA = 0 0 80 80
```
`flow/constraint.sdc`:
```
current_design cla_behav

set clk_period 3.0
set clk_io_pct 0.2

create_clock -name clk0 -period $clk_period

set non_clock_inputs [all_inputs -no_clocks]
set_input_delay [expr $clk_period * $clk_io_pct] -clock clk0 $non_clock_inputs
set_output_delay [expr $clk_period * $clk_io_pct] -clock clk0 [all_outputs]
```
`flow/run.sh`:
```
#!/bin/bash
# OpenROAD 26Q1-2900-gdf79404cd8, Yosys 0.63+post, stock flow scripts
make -C /OpenROAD-flow-scripts/flow DESIGN_CONFIG=/design/flow/config.mk WORK_HOME=/design/flow/orfs finish
```
`flow/design.v`:
```
module cla_behav(  
	input [3:0] a,  
	input [3:0] b,  
	input cin,  
	output reg [3:0] sum,
	output reg cout); 
   wire [3:0] P;
   wire [3:0] G;
   reg [4:0] c;
   reg [4:0] temp;
   assign P[3:0] = a[3:0] ^ b[3:0];
   assign G[3:0] = a[3:0] & b[3:0];
   always @*
		begin
		   c[0] = cin;
		   c[1] = G[0] | (P[0] & c[0]);
		   c[2] = G[1] | (P[1] & G[0]) | (P[1] & P[0] & c[0]);
		   c[3] = G[2] | (P[2] & G[1]) | (P[2] & P[1] & G[0])
		                               | (P[2] & P[1] & P[0] & cin);
		   c[4] = G[3] | (P[3] & G[2]) | (P[3] & P[2] & G[1])
		                        | (P[3] & P[2] & P[1] & G[0])
		                        | (P[3] & P[2] & P[1] & P[0] & cin);
		   temp[4:0] = {1'b0, P[3:0]} ^ c[4:0];
		   sum = temp[3:0];
		   cout = temp[4];  
		end
endmodule  
```
==> run summary <==
Status on the layout run. Largest fanout on the critical path landed at 3. For the pin with the worst max-slew slack, the measured transition is 0.144 ns. Final-report hold violation count landed at 0. Largest stage delay on the critical path landed at 0.41 ns. Share of the clock period used by the worst path landed at 96.2%. The cell type that accounts for the most area after synthesis is sky130_fd_sc_hd__ha_1. The worst setup path is captured at a primary output. For this run, the number of standard cells in the final layout without fillers is 82. Share of the core filled with cells landed at 11.4%. The number of placed instances, taps included, is 79. Post-cts hold buffer count landed at 0. Before any placement, the netlist area is recorded as 148 um^2.

Summed over all failing endpoints, the final setup total negative slack is 0 ns. Final setup violation count landed at 0. Final total power landed at 65.9 uW.

The worst hold path belongs to the class in2out. I/O pin count landed at 14. The routed layout has 172 vias. Per the gpl log, the routability congestion estimate is 0.813. Post-detailed-routing wire length landed at 537 um. Highest ir drop seen on vdd landed at 0.0516 mV. The most common logic cell in the final layout is sky130_fd_sc_hd__clkdlybuf4s50_1. Overall routing resource usage recorded by global route was 1.62%. Ratio of cells with drive above 1 in the final layout landed at 11.4%. Number of unique standard cell types used by synthesis landed at 8.

In the log, the iteration count for the first detailed-route pass is 2. The first global-routing pass estimated 862 um of wire. Clock period minus worst slack landed at 2.88 ns. The timing report shows that the slowest cell on the worst path is sky130_fd_sc_hd__clkdlybuf4s50_1. The worst setup path is launched from a primary input. The number of global-route vias before repair was 191. Total DRC errors in the routed layout landed at 0.

For the worst setup path, the data arrival time is 2.28 ns. The synthesized netlist has a Yosys-reported chip area of 148 um^2. Per the OpenROAD floorplan log, the area of the core is 0.00342 mm^2. By instance count after routing, the leading logic cell types are sky130_fd_sc_hd__clkdlybuf4s50_1, sky130_fd_sc_hd__inv_1, sky130_fd_sc_hd__ha_1, sky130_fd_sc_hd__dlymetal6s2s_1, sky130_fd_sc_hd__buf_4. Standard-cell row count landed at 21. Area of all sequential standard cells landed at 0 um^2. Routed wirelength normalized by instance count landed at 6.55 um.

Ratio of total power to cell area landed at 170 mW/mm^2. Largest net degree at the start of global routing landed at 4. Counting the clock-network buffers in the layout gives 0. Headroom to the max-slew limit landed at 90.4%.

The synthesized netlist was found by Yosys to have 17 cells. Count of warnings emitted by yosys landed at 1. Total number of warnings across the stage logs landed at 32.

Initial DRC count landed at 2. Via density per instance landed at 2.10. Total number of sequential cells landed at 0.

Area share of the leading cell type in the synthesized netlist landed at 33.9%. Listed in order, past its start point the critical path passes clkdlybuf4s50_1, ha_1, a21o_1, a31o_1, a21o_1, clkdlybuf4s50_1. Highest attainable clock frequency landed at 347 MHz. In the setup report, the worst path falls into the class in2out. Floorplan-stage core utilization landed at 4.32%. Per the GRT congestion report, total overflow comes to 0. Number of buffers added on ports landed at 14. Die span in y landed at 80 um. Data required time at the worst endpoint landed at 2.40 ns. Post-synthesis to final-layout area growth landed at 163%. Sequential cells were found to cover 0% of the synthesized design area. Placed wire-length estimate landed at 491 um. Width of the die landed at 80 um. The floorplan step defined a die boundary enclosing 0.00640 mm^2. Synthesized area per cell landed at 8.68 um^2. Per the post-route antenna check, the number of violating nets is 0. Static leakage landed at 0.000207 uW. The flow ran to the end, and the final reports show no timing, DRC or antenna violations. Setup repair after global routing left no endpoint under its margin. The number of antenna violations at the first check in global routing came to 1.

Tally of max-capacitance violations landed at 0. In the post-synthesis netlist, the biggest area contributors are sky130_fd_sc_hd__ha_1, sky130_fd_sc_hd__a21o_1, sky130_fd_sc_hd__fa_1. In the final report, the number of pins over their slew limit comes to 0. The cell count after synthesis came out at 17.
-- kinds of logic (layout without fill, tap and decap cells) --
logic type,Yosys count,after routing,synth area share [%]
compound gates,5,5,24.6
fa+ha+maj,5,5,47.5
other cells,0,1,0
buf+inv,4,22,10.2
xor+xnor,3,3,17.8
-- area by class of cell --
class / instances / area (um^2)
Antenna cell: 1 / 2.50
Fill cell: 397 / 3030
Inverter: 4 / 15.0
Multi-Input combinational cell: 13 / 133
Tap cell: 46 / 57.6
Timing Repair Buffer: 18 / 180
-- critical path, delay by kind of cell --
family	cells	cell delay (ns)
compound gates	3	0.56
buf+inv	2	0.82
fa+ha+maj	1	0.31
-- synth_stat cells --
library cell	n
sky130_fd_sc_hd__fa_1	1
sky130_fd_sc_hd__a21oi_1	1
sky130_fd_sc_hd__xnor2_1	2
sky130_fd_sc_hd__xor2_1	1
sky130_fd_sc_hd__ha_1	4
sky130_fd_sc_hd__a21o_1	3
sky130_fd_sc_hd__inv_1	4
sky130_fd_sc_hd__a31o_1	1
-- per-stage QoR --
stage          hold WS (ns)  cell area [um^2]  setup slack, ns
5_1_grt                2.05               388          0.00828
4_1_cts                2.30               360          0.00859
3_5_place_dp           2.29               360           0.0289
6_report               1.94               388            0.115
2_1_floorplan          1.37               148            0.965
3_3_place_gp           2.27               360           0.0388
-- repair_timing --
action,in CTS,in global routing
buffers inserted,0,2
endpoints found under the setup margin,0,2
gates resized,0,4
-- path summary, 6_finish.rpt --
check / cells after the start / from / slack, ns / endpoint
max: 6 / a[2] / 0.12 / cout
min: 7 / b[2] / 1.94 / sum[3]
-- per-layer routing --
metal  routed length (um)  share of wire [%]  global-route usage, %
met1                  251                 47                   2.12
met2                  134                 25                   1.93
met5                    0                  0                      0
met4                    0                  0                      0
met3                  152                 28                   1.59
-- report_power, final --
group	internal [uW]	switching (uW)
combinational	47.5	18.4
clock	0.0000445	0
sequential	0	0
total	47.5	18.4
Power figures rest on the tool's default switching activity, not on a simulated workload.
